<file path="design.v">
`timescale 1ns / 1ns
module ID2EX(clk, rst, PCPlus4In, ReadDataRF0In, ReadDataRF1In, RtIn, RsIn, RdIn, SignExtendedIn, JumpAddressIn, RegWriteIn, MemReadIn, MemWriteIn, ALUControlIn, MemToRegIn, PCSrcIn, RegDstIn, ALUSrcIn,
                       PCPlus4,   ReadDataRF0,   ReadDataRF1,   Rt,   Rs,   Rd,   SignExtended,   JumpAddress,   RegWrite,   MemRead,   MemWrite,   ALUControl,   MemToReg,   PCSrc,   RegDst,   ALUSrc);
    input clk, rst,
          RegWriteIn, MemReadIn, MemWriteIn, MemToRegIn, RegDstIn, ALUSrcIn;
    input [31:0] PCPlus4In, ReadDataRF0In, ReadDataRF1In, SignExtendedIn;
    input [4:0]  RtIn, RsIn, RdIn;
    input [2:0]  ALUControlIn;
    input [1:0] PCSrcIn;
    input [25:0] JumpAddressIn;
    output reg  [25:0] JumpAddress;
    output reg RegWrite, MemRead, MemWrite, MemToReg, RegDst, ALUSrc;
    output reg  [31:0] PCPlus4, ReadDataRF0, ReadDataRF1, SignExtended;
    output reg  [4:0]  Rt, Rs, Rd;
    output reg  [2:0] ALUControl;
    output reg  [1:0] PCSrc;
    always @ (posedge clk, posedge rst) begin
        if (rst) begin
            {JumpAddress, RegWrite, MemRead, MemWrite, ALUControl, MemToReg, PCPlus4, ReadDataRF0, ReadDataRF1, SignExtended, Rt, Rs, Rd, PCSrc, RegDst, ALUSrc} = 0;
        end
        else begin
            JumpAddress <= JumpAddressIn;
            RegWrite <= RegWriteIn;
            MemRead <= MemReadIn;
            MemWrite <= MemWriteIn;
            MemToReg <= MemToRegIn;
            PCSrc <= PCSrcIn;
            RegDst <= RegDstIn;
            PCPlus4 <= PCPlus4In;
            ReadDataRF0 <= ReadDataRF0In;
            ReadDataRF1 <= ReadDataRF1In;
            SignExtended <= SignExtendedIn;
            Rt <= RtIn;
            Rs <= RsIn;
            Rd <= RdIn;
            ALUControl <= ALUControlIn;
            ALUSrc <= ALUSrcIn;
        end
    end
endmodule
</file>
<file path="run.sh">
#!/bin/bash
# OpenROAD 26Q1-2900-gdf79404cd8, Yosys 0.63+post, stock flow scripts
make -C /OpenROAD-flow-scripts/flow DESIGN_CONFIG=/design/flow/config.mk WORK_HOME=/design/flow/orfs finish
</file>
<file path="config.mk">
export PLATFORM = sky130hd
export DESIGN_NAME = ID2EX
export DESIGN_NICKNAME = ID2EX
export VERILOG_FILES = /design/flow/design.v
export SDC_FILE = /design/flow/constraint.sdc
export NUM_CORES = 4
export LEC_CHECK = 1
export CORE_AREA = 10 10 187 187
export DIE_AREA = 0 0 197 197
</file>
<file path="constraint.sdc">
current_design ID2EX

set clk_period 1.0
set clk_io_pct 0.2

create_clock -name clk0 -period $clk_period [get_ports {clk}]

set non_clock_inputs [all_inputs -no_clocks]
set_input_delay [expr $clk_period * $clk_io_pct] -clock clk0 $non_clock_inputs
set_output_delay [expr $clk_period * $clk_io_pct] -clock clk0 [all_outputs]
</file>
==> results.cfg <==
; flow metrics
[critical_path]
critical_path.cell_chain = buf_2
critical_path_peak_fanout = 1
cpPeakStageDelay_ps = 390
critical_path_buf_inv_count = 1
cp_data_required_time_ps = 800
timing_worst_setup_path_type = register to output port
setup.worst_path.start_class = register
crit_slowest_cell = sky130_fd_sc_hd__dfrtp_1
arrival_ps = 940
crit_family = flip-flops
timing.critical_path.to_type = output port

[grt]
gr-usage-met3_pct = 5.13
gr_met2_demand_resource_pct = 17.3
overall_track_demand_over_capacity_in_global_routing_pct = 10.5
use_met1_pct = 12.6
grt_first_pass_wirelength_mm = 28.7
overflow = 0
grt_antenna_before_repair = 4
busiest_layer = met2
grt_start_max_net_pins = 25
number_of_global_route_vias_before_repair = 3567

[floorplanning]
design.die.area_um2 = 38800
rows = 64
placeableCoreArea_um2 = 30700
io_pins = 362
fp.dieH_um = 197
floorplanUtilization_pct = 14.7
die.size.x_um = 197

[finish]
combGateArea_um2 = 0
final.fill_count = 3140
final_core_util_pct = 27.9
logic_gates = 0
syn_to_final_growth_pct = 90.5
lay_top_cells = 181 x sky130_fd_sc_hd__clkdlybuf4s50_1, 180 x sky130_fd_sc_hd__dfrtp_1, 178 x sky130_fd_sc_hd__buf_2
layout.cells.non_filler = 986
drive_gt1_share_pct = 38.7
final_common_cell = sky130_fd_sc_hd__clkdlybuf4s50_1
seq_area_um2 = 4500

[sta]
final_worst_hold_slack_ps = 102
setup_viol = 180
timing.final.max_slew_violations = 0
grt_setup_unrepaired = yes
finalWorstPathRequiredPeriod_ps = 1140
timing.max_slew.rel_slack_pct = 85.9
fmax_mhz = 880
tightest_slew_ps = 211
hold_violations_final = 0
final.period_utilization_pct = 114
layout_setup_ws_ps = -137

[routing]
remaining_drc_errors = 0
totalWireLength_mm = 20.9
detailedRoute.firstPassIterationCount = 4
postRouteAntennaNets = 0
drtIter0Drc = 72
drt-vias-per-instance = 3.13
detailroute.via_count = 3087
routed_wire_length_per_instance_um = 21.2

[power]
share_clk_of_total_power_pct = 43.7
sw_frac_of_total_pct = 25.2
pwr_density_cell_nw_per_um2 = 1880
power_frac_seq_pct = 47.8
p_comb_share_pct = 8.5
p_sw_w = 0.00407
internal-power_w = 0.0121
irDropWorstVdd_uv = 1040
leakage_nw = 3.93

[run]
tool_warnings = 31
cap_viol_max_count = 0

[placed_design]
place.port_buffers = 361
pre_cts_ws_ps = -72.2
hpwlAfterDp_mm = 17.4
placedCellCount = 953
routability_cong = 0.854

[clock_network]
clk_pin_slew_worst_paths_ps = 90
htree_levels = 4
clock_sinks = 180
tritoncts = yes
post_cts_buffers = 0
clock_tree.buffer_depth = 2
clock_tree.root_cell = sky130_fd_sc_hd__clkbuf_16
number_of_buffers_added_by_the_clock_tree_synthesis_step = 17

[synth]
netlist-cell-type-count = 2
avgSynthCellArea_um2 = 24.9
ys_cells = 181
ys_seq_elements = 180
mappedNetlistArea_um2 = 4510
yosysChipArea_um2 = 4510
ys_warn_count = 1
yosys.stat.seqShare_pct = 99.9
synthesis.instances = 181

[run_status]
outcome = finished, violations left
failed_checks = negative setup slack

[min_path]
path_type_of_the_worst_min_delay_path = input port to async pin
[power groups by stage]
stage / combinational (W) / sequential [W] / clock (W)
global route: 0.00150 / 0.00776 / 0.00766
finish: 0.00137 / 0.00772 / 0.00706
CTS: 0.00142 / 0.00772 / 0.00733
[registers in the layout (all words and copies together), names as in the netlist, 2 cells and up]
| register | flops |
|---|---|
| ReadDataRF0 | 32 |
| PCPlus4 | 32 |
| Rs | 5 |
| SignExtended | 32 |
| PCSrc | 2 |
| ALUControl | 3 |
| JumpAddress | 26 |
| Rd | 5 |
| Rt | 5 |
| ReadDataRF1 | 32 |
[synthesized netlist by cell type, drive strengths merged]
| master | instances | area share, % |
|---|---|---|
| dfrtp | 180 | 100 |
| inv | 1 | 0.083 |
[worst paths after layout]
| path | from | endpoint | slack (ps) | cells past startpoint |
|---|---|---|---|---|
| max | ReadDataRF0[7]$_DFF_PP0_ | ReadDataRF0[7] | -140 | 1 |
| min | rst | SignExtended[6]$_DFF_PP0_ | 100 | 3 |
| min in group clk0 | RsIn[2] | Rs[2]$_DFF_PP0_ | 190 | 1 |
| max in group asynchronous | rst | ReadDataRF1[25]$_DFF_PP0_ | 440 | 4 |
[per-layer routing]
layer  up-vias  routed length, um
li1       1359                  -
met4         0                199
met2       190              10500
met5         -                  0
met1      1533               7680
met3         5               2500
[repair_timing]
action	in CTS	in global routing
endpoints found under the setup margin	180	180
hold buffers	0	0
gates resized	598	1
[cell type report]
type	count	area share, %
Antenna cell	1	0.0291
Clock buffer	17	4.95
Clock inverter	15	2.49
Inverter	1	0.0874
Sequential cell	180	52.5
Tap cell	396	5.77
Timing Repair Buffer	376	34.2
[per-stage QoR]
| step | instance area, um^2 | TNS, ps | power (W) |
|---|---|---|---|
| after floorplan | 4510 | -271550 | 0.00789 |
| after global routing | 8580 | -27820 | 0.0169 |
| after detailed placement | 8830 | -1400 | 0.00965 |
| after CTS | 8580 | -24340 | 0.0165 |
| after global placement | 8830 | -1420 | 0.00964 |
| final | 8590 | -18760 | 0.0161 |
[cell families after synthesis]
group | count (synthesis) | synth area share, %
buffers and inverters | 1 | 0.0832
flip-flops | 180 | 99.9
Power and IR drop assume default switching activity.
